===== ./config.mk =====
export PLATFORM = sky130hd
export DESIGN_NAME = APBRequester
export DESIGN_NICKNAME = APBRequester
export VERILOG_FILES = /design/flow/design.v
export SDC_FILE = /design/flow/constraint.sdc
export NUM_CORES = 4
export LEC_CHECK = 1
export CORE_UTILIZATION = 40

===== ./constraint.sdc =====
current_design APBRequester

set clk_period 2.6
set clk_io_pct 0.2

create_clock -name clk0 -period $clk_period [get_ports {PCLK}]

set non_clock_inputs [all_inputs -no_clocks]
set_input_delay [expr $clk_period * $clk_io_pct] -clock clk0 $non_clock_inputs
set_output_delay [expr $clk_period * $clk_io_pct] -clock clk0 [all_outputs]

===== ./design.v =====
module APBRequester #(parameter DataWidth = 32, AddrWidth = 32, Slaves = 4)
(PCLK,reset,Start,RD,WR,Addr,Sel,SendData,Strb,PREADY,PRDATA,PSELx,PENABLE,PWRITE,
PADDR,PWDATA,PSTRB,DataReceived,Busy);
    localparam StrbWidth = DataWidth/8;
    localparam DecoSlaves = (Slaves>1) ? $clog2(Slaves) : 1;
    input PCLK,reset,Start,RD,WR,PREADY;
    input [AddrWidth-1:0] Addr;
    input [DataWidth-1:0] SendData,PRDATA;
    input [StrbWidth-1:0] Strb;
    input [DecoSlaves-1:0] Sel;
    output reg[Slaves-1:0] PSELx;
    output reg PENABLE,PWRITE,Busy;
    output reg [AddrWidth-1:0] PADDR;
    output reg [DataWidth-1:0] PWDATA,DataReceived;
    output reg [StrbWidth-1:0] PSTRB;
    reg EnPRDataReg,EnPSELxDeco,EnPStrb,EnPWData,EnPADDR;
    localparam Idle = 3'b000,
                RSetUp = 3'b001,
                RAccess = 3'b010,
                WSetUp = 3'b011,
                WAccess = 3'b100;
    reg [2:0] CS,NS;
    always@(posedge PCLK or posedge reset) 
    begin
        if(reset)
            CS <= Idle;
        else
            CS <= NS;
    end
    always@(*)
    begin
        case(CS)
            Idle:
            begin
                if(Start && RD)
                    NS = RSetUp;
                else if(Start && WR)
                    NS = WSetUp;
                else
                    NS = Idle;
            end
            RSetUp:
                NS = RAccess;
            RAccess:
            begin
                if(PREADY)
                    NS = Idle;
                else
                    NS = RAccess;
            end
            WSetUp:
                NS = WAccess;
            WAccess:
            begin
                if(PREADY)
                    NS = Idle;
                else
                    NS = WAccess;
            end
            default:
                NS = Idle;
        endcase
    end
    always@(*)
    begin
        case(CS)
            Idle:
            begin
                EnPADDR = (Start) ? 1'b1 : 1'b0;
                EnPWData = (Start && WR) ? 1'b1 : 1'b0;
                EnPStrb = (Start && WR) ? 1'b1 : 1'b0;
                PENABLE = 1'b0;
                PWRITE = 1'b0;
                EnPSELxDeco = 1'b0;
                EnPRDataReg = 1'b0;
                Busy = 1'b0;
            end
            RSetUp:
            begin
                EnPADDR = 1'b1;
                EnPWData = 1'b0;
                EnPStrb = 1'b0;
                PENABLE = 1'b0;
                PWRITE = 1'b0;
                EnPSELxDeco = 1'b1;
                EnPRDataReg = 1'b0;
                Busy = 1'b1;
            end
            RAccess:
            begin
                EnPADDR = 1'b1;
                EnPWData = 1'b0;
                EnPStrb = 1'b0;
                PENABLE = 1'b1;
                PWRITE = 1'b0;
                EnPSELxDeco = 1'b1;
                EnPRDataReg = (PREADY) ? 1'b1 : 1'b0;
                Busy = 1'b1;
            end
            WSetUp:
            begin
                EnPADDR = 1'b1;
                EnPWData = 1'b1;
                EnPStrb = 1'b1;
                PENABLE = 1'b0;
                PWRITE = 1'b1;
                EnPSELxDeco = 1'b1;
                EnPRDataReg = 1'b0;
                Busy = 1'b1;
            end
            WAccess:
            begin
                EnPADDR = 1'b1;
                EnPWData = 1'b1;
                EnPStrb = 1'b1;
                PENABLE = 1'b1;
                PWRITE = 1'b1;
                EnPSELxDeco = 1'b1;
                EnPRDataReg = 1'b0;
                Busy = 1'b1;
            end
            default:
            begin
                EnPADDR = 1'b0;
                EnPWData = 1'b0;
                EnPStrb = 1'b0;
                PENABLE = 1'b0;
                PWRITE = 1'b0;
                EnPSELxDeco = 1'b0;
                EnPRDataReg = 1'b0;
                Busy = 1'b0;
            end
        endcase
    end
    integer i;
    always@(*)       
    begin
        for(i=0; i<Slaves; i=i+1)
            PSELx[i] = ((i==Sel)&&(EnPSELxDeco)) ? 1'b1 : 1'b0;
    end
    always@(posedge PCLK)  
    begin
        PADDR <= (EnPADDR) ? Addr : PADDR;
        PWDATA <= (EnPWData) ? SendData : PWDATA;
        PSTRB <= (EnPStrb) ? Strb : 0;
        DataReceived <= (EnPRDataReg) ? PRDATA : DataReceived;
    end
endmodule

===== ./run.sh =====
#!/bin/bash
# OpenROAD 26Q1-2900-gdf79404cd8, Yosys 0.63+post, stock flow scripts
make -C /OpenROAD-flow-scripts/flow DESIGN_CONFIG=/design/flow/config.mk WORK_HOME=/design/flow/orfs finish

==> flow_summary_export.csv <==
group,metric,value,unit
run_status,status,"completed",
synthesis,edf_count,96,
floorplan,die_area,8520,um^2
layout,area_growth,76.3,%
routing,dr.pass1.iters,4,
power,vdd_ir_drop_max,0.268,mV
cts,numCtsBuffers,9,
layout,logic_area,158,um^2
cts,post-cts-setup-buffers,0,
synthesis,ys_ff,105,
final_timing,period_used_share,0.925,
layout,final-instance-count-excl-fill,465,
critical_path,cp-end-kind,"output port",
power,power_density,519,nW/um^2
synthesis,synth_cell_types,19,
layout,utilization,0.737,
routing,initialDrtViolationCount,65,
floorplan,io_pins,215,
final_timing,tightestPinTransition,0.392,ns
floorplan,fp_util,0.418,
synthesis,synth_cells,130,
cts,path_clk_slew,0.09,ns
min_path,hold_class,"primary input to async pin",
layout,fillers,500,
floorplan,die_h,92.3,um
final_timing,skew,0.0132,ns
floorplan,rows,32,
synthesis,yosysTopAreaCellShare,0.884,
routing,antennaDiodeCount,0,
final_timing,rsz0062_at_grt,"no",
critical_path,crit_fanout,5,
final_timing,maxSlewViolCount,0,
final_timing,max_clock_freq,0.416,GHz
global_routing,grt_use_total,0.187,
final_timing,report.final.hold_viol_count,0,
synthesis,ys_async_sr_fraction,0.0476,
global_routing,antenna_found_initial,0,
synthesis,ys_top_cells_by_count,"edfxtp_1 (96), dfrtp_1 (4), dfxtp_1 (4), nor2b_1 (4)",
critical_path,crit_arrival,1.88,ns
critical_path,critical_path.top_delay_family,"simple AND/OR/NAND/NOR gates",
critical_path,ff2ff_path_depth,3,
global_routing,grt_pass1_vias,2032,
flow_run,drv_cap,0,
final_timing,post-route-min-period,2.40,ns
cts,cts_tree,"yes",
floorplan,fp.dieW,92.3,um
critical_path,path_buffers,2,
synthesis,ys_seq_frac,0.947,
place,numPortBuffers,214,
place,placed_area,5550,um^2
critical_path,crit_chain,"nor4_4 -> inv_2 -> and3_1 -> clkdlybuf4s50_1",
cts,cts_resized,0,
routing,vias,2023,
synthesis,ff_type,"edfxtp_1",
routing,routedWlPerCell,15.6,um
critical_path,r2r_slack,1.04,ns
layout,final_area,5750,um^2
routing,via_per_inst,4.35,
synthesis,top_cell,"edfxtp_1",
synthesis,yosysWarnings,1,
routing,wl,7240,um
cts,cts_hold_buf,0,
power,p_leak,2.01,nW
final_timing,relSlewSlack,0.736,
critical_path,cp.required,2.08,ns
final_timing,setup_tns,0,ns
cts,clk_latency,0.35,ns
synthesis,netlist_area,3260,um^2
global_routing,grt_max_degree,33,
cts,root_buffer,"clkbuf_8",
synthesis,yosys.area.top_type,"edfxtp_1",
flow_run,warnings,26,
final_timing,setup_viol,0,
cts,clkSinkCount,105,
critical_path,cp_slowest_cell,"dfrtp_1",
critical_path,timing.rr.start,"CS[1]$_DFF_PP0_",
floorplan,core-area,7810,um^2
routing,drtAntennaViolNets,0,
global_routing,grt_pass1_wl,10600,um
critical_path,critical-path-max-stage-delay,0.46,ns
place,place.gp.congestion,0.789,
layout,regArea,3090,um^2
synthesis,avgSynthCellArea,25.1,um^2
cts,htreeDepth,3,
synthesis,synth.area.top_cells,"edfxtp_1 (88%), dfrtp_1 (3.1%), dfxtp_1 (2.5%)",
synthesis,yosys_cells,130,
critical_path,start_kind,"register",
synthesis,ys_chip_area,3260,um^2
place,dpl.hpwl,5570,um
global_routing,grt-ovfl-total,0,
layout,drive_above_1_share,0.0606,
place,dp.cells,449,
critical_path,path_class,"register to output port",
critical_path,r2r_end,"PADDR[28]$_DFFE_PP_",
cts,cts_buffer_depth,2,
final_timing,fin_hold_ws,0.357,ns
routing,drc,0,
## metrics by stage
| stage | worst slack (ns) | power, mW |
|---|---|---|
| after detailed placement | 0.258 | 2.04 |
| after floorplan | 0.704 | 1.88 |
| final | 0.195 | 2.98 |
| after global routing | 0.111 | 3.11 |
| after global placement | 0.282 | 2.04 |
| after CTS | 0.169 | 3.02 |
## area by class of cell
class                           instances  share of cell area
Tap cell                              102              0.0222
Multi-Input combinational cell         21              0.0274
Clock buffer                           11              0.0228
Inverter                                4             0.00261
Clock inverter                          5              0.0113
Timing Repair Buffer                  217               0.376
Sequential cell                       105               0.537
## layer usage
metal,vias up,share of wire,track usage
met1,900,0.35,0.277
met5,-,0,0
met3,12,0.15,0.0936
met4,0,0.026,0.0456
li1,964,-,-
met2,147,0.47,0.275
## how the worst max path moves through the flow
stage / from / to / slack (ns) / cells after the start
6_report: CS[1]$_DFF_PP0_ / PSELx[3] / 0.20 / 4
5_1_grt: CS[1]$_DFF_PP0_ / PSELx[3] / 0.11 / 4
4_1_cts: CS[1]$_DFF_PP0_ / PSELx[3] / 0.17 / 4
## cell families after synthesis
logic type	synth area share
AOI/OAI and AO/OA	0.0138
DFF	0.947
buffers and inverters	0.00460
and+or+nand+nor	0.0345
## worst reg2reg max path, stage by stage (launching register included)
cell     delay, ns
dfrtp_1       0.46
nor4_4        0.45
nand2_1       0.09
buf_4         0.26
## placed cells by master, fill, tap and decap left out, types with 2 or more instances in the layout
cell               n
and3_1             2
buf_4              3
clkbuf_1           2
clkbuf_8           9
clkdlybuf4s50_1  214
clkinvlp_4         2
dfrtp_1            4
dfxtp_1            4
edfxtp_1          96
inv_1              3
nand2_1            2
nor2b_1            4
nor3b_1            3
or2_1              2
## flip-flops by register name (all words and copies together), names as in the netlist
register	cells
CS	5
DataReceived	32
PADDR	32
PSTRB	4
PWDATA	32
## power breakdown
| group | total (mW) | internal, mW | switching [mW] |
|---|---|---|---|
| combinational | 0.165 | 0.140 | 0.0244 |
| clock | 0.981 | 0.455 | 0.526 |
| sequential | 1.84 | 1.84 | 0 |
| total | 2.98 | 2.43 | 0.550 |
Power figures rest on the tool's default switching activity, not on a simulated workload.
